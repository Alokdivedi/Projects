`design/flow/run.sh`:
```
#!/bin/bash
# OpenROAD 26Q1-2900-gdf79404cd8, Yosys 0.63+post, stock flow scripts
make -C /OpenROAD-flow-scripts/flow DESIGN_CONFIG=/design/flow/config.mk WORK_HOME=/design/flow/orfs finish
```
`design/flow/config.mk`:
```
export PLATFORM = sky130hd
export DESIGN_NAME = RAM
export DESIGN_NICKNAME = RAM
export VERILOG_FILES = /design/flow/design.v
export SDC_FILE = /design/flow/constraint.sdc
export NUM_CORES = 4
export LEC_CHECK = 1
export CORE_UTILIZATION = 30
```
`design/flow/constraint.sdc`:
```
current_design RAM

set clk_period 2.2
set clk_io_pct 0.2

create_clock -name clk0 -period $clk_period [get_ports {clk}]

set non_clock_inputs [all_inputs -no_clocks]
set_input_delay [expr $clk_period * $clk_io_pct] -clock clk0 $non_clock_inputs
set_output_delay [expr $clk_period * $clk_io_pct] -clock clk0 [all_outputs]
```
`design/flow/design.v`:
```
module RAM #(parameter ADD_WIDTH = 4 , DATA_WIDTH = 8)(
  input wire clk,
  input wire en,
  input wire [ADD_WIDTH-1:0]addr,
  input wire [DATA_WIDTH-1:0]d_in,
  output reg [DATA_WIDTH-1:0]d_out);
  reg [DATA_WIDTH-1:0]mem[2**ADD_WIDTH-1:0];
  always @(posedge clk) begin
    if(en)
      mem[addr] <= d_in;
    else
      d_out <= mem[addr];
    end
endmodule
```
==> results_tabular.tex <==
% Synthesis and place-and-route results
\begin{tabular}{lr}
\hline
Metric & Value \\
\hline
\multicolumn{2}{l}{\textbf{Routing}} \\
First-pass iteration count of the detailed router & 4 \\
Number of design-rule violations left by the first detailed-router iteration & roughly 200 \\
Number of vias after detailed routing & around 2400 \\
Inserted Diodes & 0 \\
Routed via count divided by cell count & 4.68 \\
Met2 wire len & 4410 um \\
Highest routing layer actually used & met4 \\
Met1 WL & 4240 um \\
Number of DRC violations after detailed routing & 0 \\
Routed Antenna Nets & 0 \\
Met3 Routed Length & roughly 940 um \\
Routed wirelength normalized by instance count & roughly 19 um \\
Detailed Route WL & between 9000 and 10000 um \\
\multicolumn{2}{l}{\textbf{STA}} \\
Minimum period implied by the final worst setup slack & 1790 ps \\
Number of slew-limit violations in the final report & 0 \\
Final worst-path cycle share & 0.815 \\
Aggregate negative setup slack & 0 ps \\
Maximum clock frequency & 557 MHz \\
Actual transition at the worst max-transition pin & 749 ps \\
Relative slew margins & 0.500 \\
Final Hold Vio Count & 0 \\
RSZ-0062 raised after global routing & no \\
Finish-stage setup viols & 0 \\
Clk\_skew & 6.09 ps \\
\multicolumn{2}{l}{\textbf{Setup path}} \\
Cell Chain, Critical Path & clkdlybuf4s50\_1, buf\_4, nor2b\_1, a22oi\_1, nand2\_1 \\
Register-to-register setup slack & 650 ps \\
Kind of cell with the highest combined delay on the critical path & buffers and inverters \\
Buffer and inverter count on the worst path & 2 \\
Critical path endpoint category & flop \\
Data required time of the worst path & 2470 ps \\
Startpoint type of the worst setup path & input port \\
Largest fanout of any net on the critical path & 8 \\
Critical Path Max Stage Delay & 560 ps \\
Signal arrival time at the worst endpoint & 2060 ps \\
Category of the critical setup timing path & in -> reg \\
Library cell contributing the largest single delay on the critical path & sky130\_fd\_sc\_hd\_\_clkdlybuf4s50\_1 \\
\multicolumn{2}{l}{\textbf{Clock tree}} \\
Clock sink count & 136 \\
Clock H-tree levels & 4 \\
Clock insertion delay at the later pin of the skew report & 410 ps \\
CTS hold repair buffers & 0 \\
Count of buffers added by post-CTS timing repair for setup & 0 \\
Clock tree buffer depth & 2 \\
Clock tree from TritonCTS & yes \\
CTS Root Buffer Type & sky130\_fd\_sc\_hd\_\_clkbuf\_16 \\
Count of cells resized by post-cts repair & 0 \\
Reg clk slew, reported paths & 50 ps \\
TritonCTS Buffers & 17 \\
\multicolumn{2}{l}{\textbf{Die}} \\
Die boundary height & around 130 um \\
Initial Utilization & 0.309 \\
Cell row count & 47 \\
Chip Area & 17700 um\^{}2 \\
Number of ports placed on the die boundary & 22 \\
Horiz. Die Dim & 133 um \\
Area of the placeable core & between 15000 and 20000 um\^{}2 \\
\multicolumn{2}{l}{\textbf{Cells and area}} \\
Fraction of layout cells with a size suffix above 1 & 0.286 \\
Area delta synth->final & 23.7\% \\
Fillers & 1443 \\
Finished Core Util & 0.383 \\
Register cell area after layout & 4080 um\^{}2 \\
Commonest cells after routing, fill and taps aside & sky130\_fd\_sc\_hd\_\_edfxtp\_1, sky130\_fd\_sc\_hd\_\_mux4\_2, sky130\_fd\_sc\_hd\_\_buf\_4 \\
Footprint of the multi-input gates & roughly 1000 um\^{}2 \\
Dominant logic cell type in the layout & sky130\_fd\_sc\_hd\_\_edfxtp\_1 \\
\multicolumn{2}{l}{\textbf{Placed design}} \\
Routability congestion estimate & 0.804 \\
IO buf count & 21 \\
Dpl hpwl & 6080 um \\
\multicolumn{2}{l}{\textbf{Run}} \\
Maxcap violations & 0 \\
Count of tool warnings & 25 \\
\multicolumn{2}{l}{\textbf{Status}} \\
Status & complete, no violations \\
\multicolumn{2}{l}{\textbf{Global route}} \\
Number of antenna violations at the first check in global routing & 0 \\
Vias in the first global route & 2594 \\
Overflow left after global routing & 0 \\
Maximum number of pins on one net before global-route repair & 40 \\
GRT Total Usage & 0.126 \\
Global-route wire length before repair & 15300 um \\
\multicolumn{2}{l}{\textbf{Yosys}} \\
Number of warnings printed during yosys synthesis & 1 \\
Avg Inst Size Synth & about 22 um\^{}2 \\
Distinct cell type count of the synthesized netlist & 18 \\
Area reported by Yosys stat & 5150 um\^{}2 \\
Number of cells in Yosys stat & 231 \\
Total standard cell area after synthesis & 5150 um\^{}2 \\
Synthesis-stage register bit count & about 140 \\
Number of cells produced by synthesis & between 200 and 250 \\
Part of the Yosys area used for sequential elements & 0.793 \\
\multicolumn{2}{l}{\textbf{Pwr}} \\
Peak supply drop & 0.613 mV \\
Sum of internal, switching and leakage power & 5.98 mW \\
Leakage power figure & 2.05 nW \\
Power Density & between 900 and 1000 nW/um\^{}2 \\
\multicolumn{2}{l}{\textbf{Min path}} \\
Worst min-delay path category & reg -> reg \\
\hline
\end{tabular}
## sequential cells by signal (all words and copies together), names as in the netlist
name,flops
d_out,8
mem,128
## where the power goes
| part | switching (mW) | internal [mW] | total [mW] |
|---|---|---|---|
| Sequential | 0.0143 | 2.92 | 2.94 |
| Clock | 0.989 | 1.77 | 2.75 |
| Combinational | 0.152 | 0.141 | 0.293 |
| Total | 1.15 | 4.83 | 5.98 |
## worst min-delay path, delay by kind of cell (launching register included)
family	cells	cell delay [ps]
flip-flops	1	320
AND-OR/OR-AND	1	60
AND/OR/NAND/NOR	1	50
multiplexers	1	220
## Yosys cell counts
master / number / share of area
sky130_fd_sc_hd__nor3_1: 4 / 0.0039
sky130_fd_sc_hd__nand2_1: 9 / 0.0066
sky130_fd_sc_hd__clkbuf_2: 1 / 0.00097
sky130_fd_sc_hd__or3_1: 1 / 0.0012
sky130_fd_sc_hd__buf_1: 4 / 0.0029
sky130_fd_sc_hd__nand2b_1: 2 / 0.0024
sky130_fd_sc_hd__buf_6: 2 / 0.0044
sky130_fd_sc_hd__mux4_2: 32 / 0.14
sky130_fd_sc_hd__a22oi_1: 16 / 0.023
sky130_fd_sc_hd__clkbuf_1: 2 / 0.0015
sky130_fd_sc_hd__buf_2: 2 / 0.0019
sky130_fd_sc_hd__inv_1: 1 / 0.00073
sky130_fd_sc_hd__edfxtp_1: 136 / 0.79
sky130_fd_sc_hd__nor2_1: 13 / 0.0095
sky130_fd_sc_hd__nand3_1: 1 / 0.00097
sky130_fd_sc_hd__and2_1: 1 / 0.0012
sky130_fd_sc_hd__nand3b_1: 2 / 0.0029
sky130_fd_sc_hd__nor2b_1: 2 / 0.0024
## routing by layer
layer / vias up / track usage
li1: 1081 / -
met1: 1221 / 0.198
met2: 107 / 0.179
met3: 13 / 0.0590
met4: 0 / 0.0140
met5: - / 0
## stage by stage
step / setup slack [ps] / cell area [um^2] / hold slack, ps / std cells
3_5_place_dp: 28.7 / 5780 / 728 / 485
3_3_place_gp: 72.9 / 5780 / 718 / 485
5_1_grt: 308 / 6370 / 770 / 517
2_1_floorplan: 274 / 5150 / 539 / 231
6_report: 406 / 6370 / 750 / 517
4_1_cts: 455 / 6370 / 747 / 517
## path summary, 6_finish.rpt
check	from	endpoint	cells after the start
worst max-delay path	addr[2]	d_out[4]$_DFFE_PN_	5
worst min-delay path	mem[12][5]$_DFFE_PP_	d_out[5]$_DFFE_PN_	3
worst max register to register	mem[3][4]$_DFFE_PP_	d_out[4]$_DFFE_PN_	3
worst min register to register	mem[12][5]$_DFFE_PP_	d_out[5]$_DFFE_PN_	3
## layout make-up
class / instances / share of cell area
flip-flops and latches: 136 / 0.641
multi-input cells: 83 / 0.157
clock buffers: 18 / 0.0674
repair buffers: 45 / 0.0656
well taps: 220 / 0.0432
clock inverters: 14 / 0.0246
inverters: 1 / 0.000590
## cells by family after synthesis
family,Yosys count,synth area share
mux,32,0.140
compound gates,16,0.0233
simple gates,35,0.0311
flops,136,0.793
buf+inv,12,0.0124
Power figures rest on the tool's default switching activity, not on a simulated workload.
